## /design/flow/config.mk

```make
export PLATFORM = sky130hd
export DESIGN_NAME = alu
export DESIGN_NICKNAME = alu
export VERILOG_FILES = /design/flow/design.v
export SDC_FILE = /design/flow/constraint.sdc
export NUM_CORES = 4
export LEC_CHECK = 1
export CORE_UTILIZATION = 40
```

## /design/flow/constraint.sdc

```tcl
current_design alu

set clk_period 15.9
set clk_io_pct 0.2

create_clock -name clk0 -period $clk_period

set non_clock_inputs [all_inputs -no_clocks]
set_input_delay [expr $clk_period * $clk_io_pct] -clock clk0 $non_clock_inputs
set_output_delay [expr $clk_period * $clk_io_pct] -clock clk0 [all_outputs]
```

## /design/flow/design.v

```verilog
module add (a, b, c, g, p, s);                    
    input  a, b, c;                               
    output g, p, s;                               
    assign s = a ^ b ^ c;                         
    assign g = a & b;                             
    assign p = a | b;                             
endmodule
module addsub32 (a,b,sub,s, c);                       
    input  [31:0] a, b;                            
    input         sub;                             
    output [31:0] s;                               
	 output c;
    wire   [31:0] b_xor_sub = b ^ {32{sub}};       
    cla32 as32 (a, b_xor_sub, sub, s, c);             
endmodule
module alu (a,b,op,r,zf,sf,cf);            
    input  [31:0] a, b;               
    input   [3:0] op;               
    output [31:0] r;                  
    output        zf;                  
	 output        sf;					   
	 output        cf; 					   
    wire   [31:0] d_and = a & b;                              
    wire   [31:0] d_or  = a | b;                              
    wire   [31:0] d_xor = a ^ b;                              
	 wire [31:0] d_andor, d_andor_xor;
    mux2x32 select_andor     (d_and   ,d_or  ,op[2] ,d_andor);	 
    mux2x32 select_andor_xor (d_andor ,d_xor ,op[3] ,d_andor_xor);	 
    wire   [31:0] d_as, d_sh, d_mul;  
	 wire cf1, cf2;
    addsub32 as32 (a,b,op[2],d_as, cf1);                         
	 mul_signed mul32 ( a[15:0], b[15:0], d_mul);          
    shift_mux shifter (a,b[4:0],op[2],op[3],d_sh, cf2);            
    mux4x32 res (d_as,d_mul,d_andor_xor,d_sh,op[1:0],r);   
    assign zf = ~|r;                 
	 assign cf = (cf1 & ~op[1] & ~op[0]) | (cf2 & op[1] & op[0]);				 
	 assign sf = r[31];
endmodule
module cla32 (a,b,ci,s, cout);     
    input  [31:0] a, b;                                  
    input         ci;                                    
    output [31:0] s;                                     
    output cout;
	 wire          g_out, p_out;                          
	 cla_32 cla (a, b, ci, g_out, p_out, s);              
	 assign cout = g_out | (p_out & ci);
endmodule
module cla_16 (a,b,c_in,g_out,p_out,s);       
    input  [15:0] a, b;                                  
    input         c_in;                                  
    output        g_out, p_out;                          
    output [15:0] s;                                     
    wire    [1:0] g, p;                                  
    wire          c_out;                                 
    cla_8 a0 (a[7:0], b[7:0], c_in, g[0],p[0],s[7:0]);   
    cla_8 a1 (a[15:8],b[15:8],c_out,g[1],p[1],s[15:8]);  
    gp   gp0 (g,p,c_in, g_out,p_out,c_out);              
endmodule
module cla_2 (a, b, c_in, g_out, p_out, s);    
    input  [1:0] a, b;                                   
    input        c_in;                                   
    output       g_out, p_out;                           
    output [1:0] s;                                      
    wire   [1:0] g, p;                                   
    wire         c_out;                                  
    add a0 (a[0], b[0], c_in,  g[0], p[0], s[0]);        
    add a1 (a[1], b[1], c_out, g[1], p[1], s[1]);        
    gp gp0 (g, p, c_in, g_out, p_out, c_out);            
endmodule
module cla_32 (a,b,c_in,g_out,p_out,s);       
    input  [31:0] a, b;                                  
    input         c_in;                                  
    output        g_out, p_out;                          
    output [31:0] s;                                     
    wire    [1:0] g, p;                                  
    wire          c_out;                                 
    cla_16 a0 (a[15:0], b[15:0], c_in, g[0],p[0],s[15:0]);    
    cla_16 a1 (a[31:16],b[31:16],c_out,g[1],p[1],s[31:16]);   
    gp    gp0 (g,p,c_in,g_out,p_out,c_out);
endmodule
module cla_4 (a,b,c_in,g_out,p_out,s);         
    input  [3:0] a, b;                                   
    input        c_in;                                   
    output       g_out, p_out;                           
    output [3:0] s;                                      
    wire   [1:0] g, p;                                   
    wire         c_out;                                  
    cla_2 a0 (a[1:0],b[1:0],c_in, g[0],p[0],s[1:0]);     
    cla_2 a1 (a[3:2],b[3:2],c_out,g[1],p[1],s[3:2]);     
    gp   gp0 (g,p,c_in, g_out,p_out,c_out);              
endmodule
module cla_8 (a,b,c_in,g_out,p_out,s);         
    input  [7:0] a, b;                                   
    input        c_in;                                   
    output       g_out, p_out;                           
    output [7:0] s;                                      
    wire   [1:0] g, p;                                   
    wire         c_out;                                  
    cla_4 a0 (a[3:0],b[3:0],c_in, g[0],p[0],s[3:0]);     
    cla_4 a1 (a[7:4],b[7:4],c_out,g[1],p[1],s[7:4]);     
    gp   gp0 (g,p,c_in, g_out,p_out,c_out);              
endmodule
module gp (g,p,c_in,g_out,p_out,c_out);  
    input [1:0] g, p;                        
    input       c_in;                        
    output      g_out,p_out,c_out;           
    assign      g_out = g[1] | p[1] & g[0];  
    assign      p_out = p[1] & p[0];         
    assign      c_out = g[0] | p[0] & c_in;  
endmodule
module mul_signed (a,b,z);                           
    input   [15:0] a, b;                              
    output [31:0] z;                                 
    wire    [15:0] ab0 = a & {16{b[0]}};               
    wire    [15:0] ab1 = a & {16{b[1]}};               
    wire    [15:0] ab2 = a & {16{b[2]}};               
    wire    [15:0] ab3 = a & {16{b[3]}};               
    wire    [15:0] ab4 = a & {16{b[4]}};               
    wire    [15:0] ab5 = a & {16{b[5]}};               
    wire    [15:0] ab6 = a & {16{b[6]}};               
    wire    [15:0] ab7 = a & {16{b[7]}};               
	 wire    [15:0]  ab8 = a & {16{b[8]}};               
    wire    [15:0]  ab9 = a & {16{b[9]}};               
    wire    [15:0] ab10 = a & {16{b[10]}};               
    wire    [15:0] ab11 = a & {16{b[11]}};               
    wire    [15:0] ab12 = a & {16{b[12]}};               
    wire    [15:0] ab13 = a & {16{b[13]}};               
    wire    [15:0] ab14 = a & {16{b[14]}};               
    wire    [15:0] ab15 = a & {16{b[15]}};               
	 assign z = (({16'b1,~ab0[15], ab0[14:0]}        +   
                 {15'b0,~ab1[15], ab1[14:0],1'b0})  +   
                ({14'b0,~ab2[15], ab2[14:0],2'b0}   +   
                 {13'b0,~ab3[15], ab3[14:0],3'b0})) +   
					(({12'b0,~ab4[15], ab4[14:0],4'b0}   +   
                 {11'b0,~ab5[15], ab5[14:0],5'b0})  +   
                ({10'b0,~ab6[15], ab6[14:0],6'b0}   +   
                 { 9'b0,~ab7[15], ab7[14:0],7'b0})) +   
					(({ 8'b0,~ab8[15], ab8[14:0],8'b0}   +   
                 { 7'b0,~ab9[15], ab9[14:0],9'b0})  +   
                ({ 6'b0,~ab10[15],ab10[14:0],10'b0}   +   
                 { 5'b0,~ab11[15], ab11[14:0],11'b0})) +   
					(({ 4'b0,~ab12[15], ab12[14:0],12'b0}   +   
                 { 3'b0,~ab13[15], ab13[14:0],13'b0})  +   
                ({ 2'b0,~ab14[15], ab14[14:0],14'b0}   +   
                 { 1'b1, ab15[15], ~ab15[14:0],15'b0}));   
endmodule
module mux2x32 (a0,a1,s,y);                     
    input  [31:0] a0, a1;                       
    input         s;                            
    output [31:0] y;                            
    assign        y = s ? a1 : a0;              
endmodule
module mux4x32 (a0,a1,a2,a3,s,y);  
    input  [31:0] a0, a1, a2, a3;  
    input   [1:0] s;               
    output [31:0] y;               
    function  [31:0] select;       
        input [31:0] a0,a1,a2,a3;  
        input  [1:0] s;            
        case (s)                   
            2'b00: select = a0;    
            2'b01: select = a1;    
            2'b10: select = a2;    
            2'b11: select = a3;    
        endcase
    endfunction
    assign y = select(a0,a1,a2,a3,s);    
endmodule
module shift_mux (d,sa,right,arith,sh, c);          
    input  [31:0] d;                             
    input   [4:0] sa;                            
    input         right;                         
    input         arith;                         
    output [31:0] sh;                            
	 output c;                                    
    wire   [31:0] t0, t1, t2, t3, t4;            
    wire   [31:0] s1, s2, s3, s4;                
    wire          a = d[31] & arith;             
    wire   [15:0] e = {16{a}};                   
    parameter     z = 16'b0;                     
	 wire   [31:0] sdl4,sdl3,sdl2,sdl1,sdl0;      
    wire   [31:0] sdr4,sdr3,sdr2,sdr1,sdr0;      
	 wire   c_sdl4,c_sdl3,c_sdl2,c_sdl1,c_sdl0;      
    wire   c_sdr4,c_sdr3,c_sdr2,c_sdr1,c_sdr0;      
	 wire clr0, clr1, clr2, clr3, clr4;                 
	 wire c1, c2, c3, c4;                         
	 assign  sdl4  =  {d[15:0],  z};              
    assign  sdl3  =  {s4[23:0], z[7:0]};         
    assign  sdl2  =  {s3[27:0], z[3:0]};         
    assign  sdl1  =  {s2[29:0], z[1:0]};         
    assign  sdl0  =  {s1[30:0], z[0]};           
	 assign  c_sdl4  =  d[16];          
    assign  c_sdl3  =  s4[24];         
    assign  c_sdl2  =  s3[28];         
    assign  c_sdl1  =  s2[30];         
    assign  c_sdl0  =  s1[31];         
	 assign  sdr4  =  {e,        d[31:16]};       
    assign  sdr3  =  {e[7:0],   s4[31:8]};       
    assign  sdr2  =  {e[3:0],   s3[31:4]};       
    assign  sdr1  =  {e[1:0],   s2[31:2]};       
    assign  sdr0  =  {e[0],     s1[31:1]};       
	 assign  c_sdr4  =  d[15];       
    assign  c_sdr3  =  s4[7];       
    assign  c_sdr2  =  s3[3];       
    assign  c_sdr1  =  s2[1];       
    assign  c_sdr0  =  s1[0];       
	 mux2x32 m_right4 (sdl4, sdr4, right, t4);    
    mux2x32 m_right3 (sdl3, sdr3, right, t3);    
    mux2x32 m_right2 (sdl2, sdr2, right, t2);    
    mux2x32 m_right1 (sdl1, sdr1, right, t1);    
    mux2x32 m_right0 (sdl0, sdr0, right, t0);    
	 mux2x32 c_right4 (c_sdl4, c_sdr4, right, clr4);    
    mux2x32 c_right3 (c_sdl3, c_sdr3, right, clr3);    
    mux2x32 c_right2 (c_sdl2, c_sdr2, right, clr2);    
    mux2x32 c_right1 (c_sdl1, c_sdr1, right, clr1);    
    mux2x32 c_right0 (c_sdl0, c_sdr0, right, clr0);    
	 mux2x32 m_shift4 (d,      t4, sa[4], s4);    
    mux2x32 m_shift3 (s4,     t3, sa[3], s3);    
    mux2x32 m_shift2 (s3,     t2, sa[2], s2);    
    mux2x32 m_shift1 (s2,     t1, sa[1], s1);    
    mux2x32 m_shift0 (s1,     t0, sa[0], sh);    
	 mux2x32 c_shift4 (1'b0,      clr4, sa[4], c4);    
    mux2x32 c_shift3 (c4,     clr3, sa[3], c3);    
    mux2x32 c_shift2 (c3,     clr2, sa[2], c2);    
    mux2x32 c_shift1 (c2,     clr1, sa[1], c1);    
    mux2x32 c_shift0 (c1,     clr0, sa[0], c);    
endmodule
```

## /design/flow/run.sh

```bash
#!/bin/bash
# OpenROAD 26Q1-2900-gdf79404cd8, Yosys 0.63+post, stock flow scripts
make -C /OpenROAD-flow-scripts/flow DESIGN_CONFIG=/design/flow/config.mk WORK_HOME=/design/flow/orfs finish
```

==> run_results.csv <==
group,metric,value,unit
worst_setup_path,cp.required,12.72,ns
global_routing,initial_antenna_violation_count,1,
run,warnings,112,
synthesis,top_logic_kind,"adder cells",
cells_and_area,drive_above_1_share,0.0643,
placement,dpl.hpwl,69.5,mm
floorplanning,design.core.area,45400,um2
placement,dpl-instance-area,20300,um2
sta,report.final.hold_viol_count,0,
cells_and_area,postLayoutCoreUtil,0.450,
sta,setup_repair_after_global_routing_missed_its_margin,"false",
worst_setup_path,critical_path_depth,35,
synthesis,synth.cell_area,18400,um2
worst_setup_path,critPathLaunch,"a[1]",
global_routing,globalRouteTotalUtil,0.383,
cells_and_area,final_cell_area,20400,um2
synthesis,synth.cellmix.adderShare,0.338,
sta,finalCritPeriodShare,0.965,
placement,io_buffer_count,103,
drt,drc_violations_left,0,
synthesis,yosys_warnings,30,
worst_setup_path,max_stage_delay,0.56,ns
cells_and_area,flops,0,
global_routing,first_global_vias,19500,
sta,finalSetupTns,0,ns
power_and_ir_drop,p_sw_frac,0.598,
worst_setup_path,timing.critical_path.slowest_stage_cell,"fa_1",
sta,fmax,0.0652,GHz
synthesis,ys_cells,2615,
global_routing,grt_max_degree,60,
sta,min_period,15.34,ns
global_routing,wire_length_of_the_first_global_routing_pass,130,mm
drt,via_density_per_instance,6.16,
synthesis,synth_chip_area,18400,um2
drt,drt_iter0_drc,2240,
sta,slew-limit-headroom,0.342,
floorplanning,chipWidth,217,um
hold_path,holdPathStages,4,
power_and_ir_drop,vdd_drop_max,262,uV
synthesis,yosysSeqAreaShare,0,
cells_and_area,syn_to_final_growth,10.7,%
floorplanning,rows,78,
worst_setup_path,cp_data_arrival_time,12.16,ns
synthesis,compound_area_frac,0.262,
synthesis,post_synth_num_cell_types,99,
drt,detail-route-antenna-nets,0,
outcome,result_of_the_run,"completed",
power_and_ir_drop,p_leak,0.00966,uW
floorplanning,fp-utilization,0.406,
worst_setup_path,setup.worst_path.end_class,"primary output",
worst_setup_path,crit_type,"in2out",
placement,gp_congestion,1.07,
floorplanning,boundaryPins,103,
cells_and_area,final.fill_count,4641,
sta,worst-slew-pin-transition,0.962,ns
drt,drt-pass1-iter-count,6,
worst_setup_path,element_type_at_the_critical_path_start,"primary input",
power_and_ir_drop,p_total,3050,uW
drt,wire_per_inst,26.5,um
power_and_ir_drop,net_switching_component_of_the_power,1830,uW
worst_setup_path,critical-path-top-cell-by-count,"fa_1",
power_and_ir_drop,cellPowerDensity,149,nW/um2
sta,setup_viol,0,
synthesis,synthXorXnorAreaFrac,0.0708,
sta,report.final.slew_viol_count,0,
worst_setup_path,critical_path_peak_fanout,11,
global_routing,grt_remaining_overflow,0,
floorplanning,die-area,47000,um2
synthesis,synth-simple-area-share,0.219,
worst_setup_path,critical_path.n_buffers_inverters,5,
power_and_ir_drop,power.internal,1230,uW
worst_setup_path,critPathCapture,"zf",
cells_and_area,nClkBuffers,0,
drt,postRouteWirelength,87.3,mm
synthesis,post_synth.cell_area_avg,7.05,um2
floorplanning,vert_die_dim,217,um
drt,vias,20300,
synthesis,synth.area.mux_share,0.0185,
run,timing.max_cap.violations,0,
cells_and_area,register_area,0,um2
hold_path,class_of_the_tightest_hold_or_removal_check,"in2out",
synthesis,syn_inst,2615,
worst_setup_path,critical-path-top-delay-family,"adder cells",
-- through the flow --
stage                     hold slack, ns  std cells  setup slack (ns)
after floorplan                     6.58       2615              1.61
after global placement              7.67       3287             0.315
after detailed placement            7.67       3287             0.295
after CTS                           7.67       3287             0.266
after global routing                7.74       3292           0.00179
final                               7.71       3295             0.564
-- cell usage after synthesis (22+ instances only) --
cell        n  area (um2)
a211oi_1   47         353
a21o_1     24         180
a21oi_1   197         986
a22oi_1    29         218
a31oi_1    30         188
buf_1      33         124
buf_2      38         190
clkbuf_1   44         165
fa_1      123        2460
ha_1      301        3770
inv_1     266         998
mux2i_1    25         250
nand2_1   192         721
nand2b_1   46         288
nand3_1    61         305
nor2_1    367        1380
nor2b_1    30         188
nor3_1     42         210
o211ai_1   35         263
o21ai_0   142         711
o22ai_1    22         138
or3_1      33         206
xnor2_1    80         701
xor2_1     69         604
-- cell usage in the layout, fill, tap and decap left out, types with 7 or more instances in the layout --
cell type        netlist  routed
nor2_1               367     367
ha_1                 301     301
inv_1                266     264
a21oi_1              197     195
nand2_1              192     192
o21ai_0              142     141
fa_1                 123     123
buf_4                 15     112
clkdlybuf4s50_1        0      94
xnor2_1               80      80
xor2_1                69      69
nand3_1               61      61
nand2b_1              46      46
a211oi_1              47      46
nor3_1                42      42
o211ai_1              35      35
or3_1                 33      33
nor2b_1               30      30
a31oi_1               30      30
a22oi_1               29      29
mux2i_1               25      25
a21o_1                24      24
o22ai_1               22      22
o221ai_1              18      18
a21boi_0              16      16
nand4_1               16      16
nand4b_1              14      14
and3_1                13      13
o21a_1                12      12
nor4_1                12      12
a32oi_1               12      12
o21bai_1              11      11
and2_1                11      11
a211o_1                9       9
or2_2                  8       8
a311oi_1               9       8
o2111ai_1              7       7
o21ai_1                6       7
a221oi_1               7       7
-- worst min path at each step --
stage / start / to / slack [ns]
CTS: op[2] / r[12] / 7.67
global route: op[2] / r[12] / 7.74
finish: op[2] / r[12] / 7.71
-- layout make-up --
type	instances	area, um2	share of cell area
repair buffers	215	1860	0.0912
inverters	273	1030	0.0506
well taps	600	751	0.0368
diodes	3	7.51	0.000368
multi-input cells	2204	16800	0.821
-- layer usage --
layer,vias to the layer above,global-route usage,share of wire
met4,0,0.166,0.054
li1,9350,-,-
met5,-,0,0
met3,217,0.0926,0.10
met1,9684,0.541,0.42
met2,1044,0.562,0.42
-- logic make-up after synthesis --
kind of cell | count (synthesis)
adders and majority gates | 424
and+or+nand+nor | 872
buffers and inverters | 411
muxes | 32
AOI/OAI and AO/OA | 727
xor gates and xnor gates | 149
-- power by group through the flow --
stage / Combinational, uW / Sequential (uW) / Clock (uW)
global route: 3380 / 0 / 0
CTS: 3010 / 0 / 0
-- repair_timing --
item	4_1_cts	5_1_grt
gates resized	0	11
endpoints found under the setup margin	0	1
hold buffers	0	0
setup buffers	0	5
No activity file was given, so power comes from the tool's default toggle rates.
