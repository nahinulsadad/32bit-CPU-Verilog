==> flow/design.v <==
module instmem (a,inst);                
    input  [31:0] a;                      
    output [31:0] inst;                   
    wire   [31:0] rom [0:20];             
	assign rom[5'h0] = 32'b010101_00001_00001_0000000000000001;  
	assign rom[5'h1] = 32'b010101_00010_00010_0000000000000000;  
	assign rom[5'h2] = 32'b010101_00011_00011_0000000000000000;  
	assign rom[5'h3] = 32'b010000_00010_00010_0000000000000001;  
	assign rom[5'h4] = 32'b000010_00001_00001_00010_00000000000;  
	assign rom[5'h5] = 32'b010011_00100_00100_0000000000000000;  
	assign rom[5'h6] = 32'b000000_00100_00000_00010_00000000000;  
	assign rom[5'h7] = 32'b010111_00100_00100_0000000000000001;  
	assign rom[5'h8] = 32'b111000_00001110_00000_00000_00000000;  
	assign rom[5'h9] = 32'b010011_00101_00101_0000000000000000;  
	assign rom[5'hA] = 32'b000000_00101_00000_00001_00000000000;  
	assign rom[5'hB] = 32'b010110_00101_00101_0000000000000001;  
	assign rom[5'hC] = 32'b000000_00011_00011_00101_00000000000;  
	assign rom[5'hD] = 32'b110000_00010010_00000_00000_00000000;  
	assign rom[5'hE] = 32'b010011_00101_00101_0000000000000000;  
	assign rom[5'hF] = 32'b000000_00101_00000_00001_00000000000;  
	assign rom[5'h10] = 32'b011000_00101_00101_0000000000000001;  
	assign rom[5'h11] = 32'b000001_00011_00011_00101_00000000000;  
	assign rom[5'h12] = 32'b011001_00010_00010_0000000000000100;  
	assign rom[5'h13] = 32'b110010_00000011_00000_00000_00000000;  
	assign rom[5'h14] = 32'b000011_00010_00010_00010_00000000000;  
	 assign inst = (a >= 5'h15)? 32'b000011_00010_00010_00010_00000000000 : rom[a];  
endmodule
==> flow/run.sh <==
#!/bin/bash
# OpenROAD 26Q1-2900-gdf79404cd8, Yosys 0.63+post, stock flow scripts
make -C /OpenROAD-flow-scripts/flow DESIGN_CONFIG=/design/flow/config.mk WORK_HOME=/design/flow/orfs finish
==> flow/config.mk <==
export PLATFORM = sky130hd
export DESIGN_NAME = instmem
export DESIGN_NICKNAME = instmem
export VERILOG_FILES = /design/flow/design.v
export SDC_FILE = /design/flow/constraint.sdc
export NUM_CORES = 4
export LEC_CHECK = 1
export CORE_AREA = 10 10 70 70
export DIE_AREA = 0 0 80 80
==> flow/constraint.sdc <==
current_design instmem

set clk_period 2.8
set clk_io_pct 0.2

create_clock -name clk0 -period $clk_period

set non_clock_inputs [all_inputs -no_clocks]
set_input_delay [expr $clk_period * $clk_io_pct] -clock clk0 $non_clock_inputs
set_output_delay [expr $clk_period * $clk_io_pct] -clock clk0 [all_outputs]
==> flow_summary.toml <==
# yosys + openroad results
[outcome]
status = "finished clean"

[yosys]
ys_seq_frac = 0
syn_avg_cell_area_sq_um = 6.16
yosys_cells = 128
synth_area_leader_cell = "buf_4"
syn_area_sq_um = 788
syn_inst = 128
yosysWarnings = 1
yosys.area.top_type_share = 0.133
ys_chip_area_sq_um = 788
ys_types = 46
top_cells_by_area = "buf_4, nor2_1, a21oi_1, buf_2, nor4_1"

[global_route]
grt_pass1_wl_mm = 6.00
overflow = 0
grt.busiest_layer = "met2"
antenna_found_initial = 0
met3_usage = 0.0216
met1_usage = 0.146
grt_max_degree = 14
grt_pass1_vias = 1228
gr-usage-all-layers = 0.112
met2_usage = 0.198

[placement]
port_buffers = 51
hpwl_mm = 2.84
place_congestion = 0.852
placed_cells = 243

[run]
drv_cap = 0
warning_count = 33

[routing]
via_count = 1217
drt-total-wl_mm = 3.92
drtAntennaViolNets = 0
route.detailed.drc = 0
drt_iter0_drc = 87
first_pass_iters = 4
diodes = 0
vias_per_cell = 4.75
wl_per_cell_um = 15.3

[finish]
seq_cell_count = 0
seqCellArea_sq_um = 0
num-fill-cells = 310
layout-drive-gt1-share = 0.362
area_growth_pct = 122
nClkBuffers = 0
logic_area_sq_um = 800
fin_util = 0.511
final_cell_count_no_fill = 256

[floorplanning]
fp_util = 0.231
die_w_um = 80
num_rows = 21
io_pins = 64
die_h_um = 80
die_area_sq_um = 6400
core_region_area_sq_um = 3420

[power]
ir_drop_uv = 47.1
power.density_nw_per_um2 = 105
cellLeakagePower_uw = 0.000873

[timing]
fin_crit_sh = 0.959
fmax_ghz = 0.372
slew_headroom = 0.672
rsz0062_at_grt = "no"
finalWorstPathRequiredPeriod_ns = 2.69
drv_slew = 0
hold_viol = 0
tightest_slew_ns = 0.485
timing.hold.ws_ns = 1.69
setup_viol = 0

[setup_path]
worstSetupPathType = "input pin to output pin"
end_kind = "output pin"
required_ns = 2.24
worstPathMaxFanout = 4
crit_path_start_kind = "input pin"
crit_arrival_ns = 2.13

[clock_tree]
hold_buffers = 0

[min_path]
worst_hold_path_type = "input pin to output pin"
==> what timing repair did <==
action,4_1_cts,5_1_grt
setup endpoints to repair,19,16
gates cloned,1,1
setup buffers,9,2
resized,62,27
pin swaps,12,11
==> final timing paths <==
check / from / endpoint / slack [ns] / depth (start not counted)
hold / removal: a[31] / inst[27] / 1.69 / 6
setup / recovery: a[8] / inst[27] / 0.11 / 6
==> cell type report <==
class | instances | share of cell area
timing repair buffer | 97 | 0.507
multi-input combinational | 112 | 0.458
tap | 46 | 0.0330
inverter | 1 | 0.00215
==> metrics by stage <==
stage | area, sq um | setup TNS (ns) | setup slack, ns | total power, uW
2_1_floorplan | 833 | 0 | 0.673 | 83.3
3_3_place_gp | 1480 | -4.53 | -0.389 | 158
3_5_place_dp | 1480 | -4.97 | -0.437 | 159
4_1_cts | 1650 | -0.0447 | -0.0415 | 178
5_1_grt | 1750 | 0 | 0.0228 | 199
6_report | 1750 | 0 | 0.114 | 183
==> metal layers <==
metal / wire length (um) / part of all wire / vias to the layer above
met2: 1950 / 0.50 / 42
met4: 0 / 0 / 0
li1: - / - / 615
met1: 1700 / 0.43 / 560
met5: 0 / 0 / -
met3: 263 / 0.067 / 0
==> power breakdown <==
part	internal [uW]	leakage [uW]	switching [uW]
sequential	0	0	0
combinational	101	0.000873	81.4
clock	0	0	0
total	101	0.000873	81.4
==> cell usage after synthesis, types with 2 or more instances <==
library cell	n
buf_4	14
nand3b_1	3
a31oi_1	2
a2bb2oi_1	3
nor2_1	15
clkbuf_1	3
nand2_1	8
nor3b_1	2
or2_2	3
nand2b_1	3
a21o_1	2
o21a_1	2
a21oi_1	9
nand3_1	3
a211oi_1	2
nor2b_1	4
nor3_1	5
nor4_1	7
xnor2_1	2
o21ai_0	2
buf_2	9
==> critical path: stages <==
cell and delay, ns:
clkdlybuf4s50_1 0.42, nor3_2 0.19, and3_4 0.22, nand3_4 0.10, or4_1 0.51, buf_2 0.13
==> logic make-up (layout without fill, tap and decap cells) <==
family / Yosys count / in the layout / synth area share
buffers and inverters: 28 / 98 / 0.224
other: 1 / 13 / 0.00476
multiplexers: 2 / 2 / 0.0270
XOR/XNOR: 2 / 2 / 0.0222
AND/OR/NAND/NOR: 61 / 61 / 0.422
AND-OR/OR-AND: 34 / 34 / 0.300
==> layout by cell type (no fill, tap or decap), types with 2 or more instances in the layout <==
cell / count
a2bb2oi_1: 3
buf_2: 4
nand3_1: 2
nor3_2: 2
xnor2_1: 2
a21oi_1: 9
nand2b_1: 3
buf_4: 36
a31oi_1: 2
nor3b_1: 2
nor2b_1: 3
o21ai_0: 2
dlymetal6s2s_1: 18
or2_2: 3
a211oi_1: 2
nor2_2: 3
conb_1: 13
a21o_1: 2
dlygate4sd2_1: 23
nor4_2: 6
nor2_1: 11
nand2_1: 7
buf_6: 7
nand3b_1: 3
nor3_1: 2
o21a_1: 2
clkdlybuf4s50_1: 6
Power and IR drop assume default switching activity.
