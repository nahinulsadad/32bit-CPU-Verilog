File: flow/config.mk
export PLATFORM = sky130hd
export DESIGN_NAME = regfile
export DESIGN_NICKNAME = regfile
export VERILOG_FILES = /design/flow/design.v
export SDC_FILE = /design/flow/constraint.sdc
export NUM_CORES = 4
export LEC_CHECK = 1
export CORE_UTILIZATION = 50
File: flow/constraint.sdc
current_design regfile

set clk_period 6.2
set clk_io_pct 0.2

create_clock -name clk0 -period $clk_period [get_ports {clk}]

set non_clock_inputs [all_inputs -no_clocks]
set_input_delay [expr $clk_period * $clk_io_pct] -clock clk0 $non_clock_inputs
set_output_delay [expr $clk_period * $clk_io_pct] -clock clk0 [all_outputs]
File: flow/design.v
module regfile (ra1,ra2,rwd,rw,we,clk,clrn,rd1,rd2,reg1,reg2);
    input   [4:0] ra1,ra2,rw;                                 
    input  [31:0] rwd;                                          
    input         we;                                         
    input         clk, clrn;                                  
    output [31:0] rd1,rd2;                                      
    output [31:0] reg1,reg2;                                      
	 wire   [31:0] e;                                          
	 reg [31:0] register [1:5];  
	 assign rd1 = (ra1 == 0)? 0 : register[ra1];  
	 assign rd2 = (ra2 == 0)? 0 : register[ra2];  
	 assign reg1 = register[5];  
	 assign reg2 = register[4];  
	integer i;
	always @(posedge clk or negedge clrn)  
	if (!clrn)
		for (i = 1; i < 6; i = i + 1)
		register[i] <= 0;  
	else
		if ((rw != 0) && we)  
			register[rw] <= rwd;  
endmodule
File: flow/run.sh
#!/bin/bash
# OpenROAD 26Q1-2900-gdf79404cd8, Yosys 0.63+post, stock flow scripts
make -C /OpenROAD-flow-scripts/flow DESIGN_CONFIG=/design/flow/config.mk WORK_HOME=/design/flow/orfs finish
==> GITHUB_STEP_SUMMARY <==
## PnR job results

| Metric | Value |
|---|---|
| # DRC | 0 |
| Seq share, synth | 0.468 |
| Overflow left after global routing | 0 |
| Routed WL | 30400 um |
| Final HPWL DP | 17900 um |
| Yosys stat cell total | 940 |
| CP Class | input pin to output port |
| Crit-path max cell delay | 0.63 ns |
| First-pass DRT Iterations | 5 |
| Final Hold Fails | 0 |
| Worst Path Arrival | 3.99 ns |
| Final Skew | 0 ns |
| Ys flops | 192 |
| Clock Latency Late Sink | 0.42 ns |
| Syn Area/Cell | 11.3 sq um |
| Mapped Cells | 940 |
| Post-DR vias/cell | 6.03 |
| Routed vias | 8224 |
| Largest reg by FF count | register |
| Fin util | 0.642 |
| First-pass GRT wire length | 47700 um |
| Die ar. | 21800 sq um |
| Synthesized cell area | 10600 sq um |
| Most instantiated logic cells after routing | clkdlybuf4s50_1 (170), dfrtp_1 (160), mux2_1 (93) |
| All-Layer GR Usage | 0.303 |
| Worst rel slew slack | 0.441 |
| Root buffer cell | clkbuf_16 |
| Post-route ant nets | 0 |
| Synth-to-layout area growth | 24.1% |
| Maximum clock insertion buffer count | 2 |
| Post-cts resize count | 0 |
| Layout cell share with drive strength beyond 1 | 0.151 |
| Dominant logic cell type in the layout | clkdlybuf4s50_1 |
| Design area | 13200 sq um |
| Unrepaired setup endpoints after global routing | false |
| Leak | 5.37 nW |
| Initial core utilization | 0.517 |
| Non-Filler Instances | 1363 |
| Top Family by Delay on Critical Path | buffers and inverters |
| Stage-log warning count | 26 |
| DR iter-0 viols | 473 |
| Yosys warning tally | 2 |
| Row cnt | 52 |
| Final Max Tran Viols | 0 |
| Yosys stat area | 10600 sq um |
| Crit-path slowest cell | buf_4 |
| Worst-Margin Slew | 0.836 ns |
| Total chip power | 0.00388 W |
| Die extent in y | 148 um |
| Htree depth | 4 |
| Post-synth EDFFs | 32 |
| Max reg flops | 192 |
| CP Cell Sequence | buf_4 -> buf_4 -> nand2b_1 -> or2_1 -> a21oi_1 -> clkdlybuf4s50_1 |
| Final setup violation count | 0 |
| Clock sink count | 192 |
| Top Ports | 178 |
| Fraction of registers with async set/reset | 0.833 |
| Cts hold-fix bufs | 0 |
| Pwr Density | 295 nW/um^2 |
| Most frequent CP cell | buf_4 |
| Outcome | finished, final reports clean |
| Data required time at the worst endpoint | 4.96 ns |
| Max-cap viol count | 0 |
| Placed Area | 12500 sq um |
| Top Registers | register x192 |
| # diodes | 0 |
| CTS tree | built |
| Hold Path Class | flip-flop to flip-flop |
| Crit path capture type | output port |
| Antenna violations before repair | 0 |
| Number of global-route vias before repair | 8123 |
| Die width | 148 um |
| Inst Count DP | 1331 |
| Total CTS buffers | 17 |
| Routed len/inst | 22.3 um |
| Setup TNS Final | 0 ns |
| Clock slew at reported path FFs | 0.07 ns |
| Cycle use final | 0.844 |
| Crit start category | input pin |
| Synth Flop Type | dfrtp_1 |
| Max Freq | 191 MHz |
| Worst VDD drop | 0.208 mV |
| Worst path bufs/invs | 3 |
| Placer Congestion | 0.817 |
| Buffers on Ports | 177 |
| Worst-path maximum fanout | 57 |
| Fill count | 1631 |
| Largest net degree at the start of global routing | 65 |
| Post-CTS setup buffers | 0 |
| Placeable Area | 20500 sq um |
| Min Tclk post-route | 5.23 ns |
| Distinct cells, synth | 48 |
[area by class of cell]
cell class / count / area (sq um) / share of cell area
tap: 270 / 338 / 0.0257
inverter: 31 / 116 / 0.00884
clock buffer: 18 / 429 / 0.0326
sequential: 192 / 4960 / 0.377
clock inverter: 14 / 193 / 0.0146
timing repair buffer: 200 / 1940 / 0.147
multi-input combinational: 638 / 5180 / 0.394
[layer usage]
layer,wire length [um],up-vias,track usage
li1,-,3762,-
met1,13400,4097,0.479
met2,14100,349,0.451
met3,2650,16,0.0961
met4,243,0,0.0216
met5,0,-,0
[worst paths after layout]
check / cells past startpoint / slack, ns / start / end
hold / removal: 1 / 0.50 / register[1][30] / register[1][30]
setup / recovery: 6 / 0.97 / ra1[0] / rd1[31]
min in group asynchronous: 1 / 0.79 / clrn / register[3][2]
hold reg to reg: 1 / 0.50 / register[1][30] / register[1][30]
max in group asynchronous: 2 / 4.25 / clrn / register[3][23]
setup reg to reg: 1 / 5.34 / register[5][1] / register[5][1]
[power by group]
group | internal, W | leakage, nW | switching [W]
Sequential | 0.00152 | 2.21 | 0.000208
Clock | 0.000653 | 0.303 | 0.000520
Combinational | 0.000636 | 2.86 | 0.000343
Total | 0.00281 | 5.37 | 0.00107
[cells by family after synthesis]
group	share of synthesized area
AOI/OAI and AO/OA	0.187
buffers and inverters	0.0483
DFF	0.468
muxes	0.224
and+or+nand+nor	0.0730
[metrics by stage]
step,setup WS (ns),hold WS [ns]
final,0.968,0.497
after global routing,0.914,0.521
after CTS,1.09,0.495
after detailed placement,1.10,0.479
after global placement,1.13,0.473
after floorplan,0.822,0.458
[synth_stat cells, types with 29 or more instances]
| cell type | count | area share |
|---|---|---|
| dfrtp_1 | 160 | 0.38 |
| mux2_1 | 93 | 0.099 |
| mux2_2 | 91 | 0.097 |
| a21oi_1 | 66 | 0.031 |
| nor2b_1 | 55 | 0.032 |
| buf_2 | 46 | 0.022 |
| o21ai_0 | 35 | 0.017 |
| nand2_1 | 34 | 0.012 |
| edfxtp_1 | 32 | 0.091 |
| inv_1 | 31 | 0.011 |
| mux2i_1 | 30 | 0.028 |
| a22oi_1 | 29 | 0.021 |
Power and IR drop assume default switching activity.
